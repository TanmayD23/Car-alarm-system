<file path="./design.v">
`timescale 10ps/1ps
module Debouncer(in,brk,hids,ign,dd,pd,clk);
 output reg brk,hids,ign,dd,pd;
 input [4:0]in;
 input clk;
 always@(posedge clk)
 begin
   #1 brk<=in[4];
   #1 hids<=in[3];
   #1 ign<=in[2];
   #1 dd<=in[1];
   #1 pd<=in[0];
 end
endmodule
module fuel_pump(ign,hids,brk,clk,power,reset);
 input ign,hids,clk,brk,reset;
 output reg power;
 reg state;
 always@(posedge clk)
 begin
   if(reset==1'b1)
   begin
     power=1'b0;;
     state=1'b0;;
   end
   if(state == 1'b0)
   begin
     if((ign & hids & brk) == 1'b1) 
     begin
       power=1'b1;;
       state=1'b1;;
     end
   end
   else if (state== 1'b1)
   begin
     if(ign==1'b0)
     begin
       power=1'b0;;
       state=1'b0;;
     end
   end
 end
endmodule
module anti_theft_fsm(ign,dd,pd,st,exp,stat,siren,clk,start,ck,reset);
 input ign,dd,pd,exp,clk,ck,reset;
 output reg siren,stat,start;
 output reg [1:0]st;
 reg [2:0]p_state;
 reg[2:0] star;
 reg [1:0] k=2'd0;
 always@(negedge clk)
 begin
   if(reset==1'b1)
     k=2'd0;
   if(star==1'b1)
   begin
     k=k+2'd1;
     if(k==2'd2)
     begin
       k=2'd0;
       start=1'b1;     
     end
   end 
   else if(star==1'b0)
   begin
     k=1'd0;
     start=1'b0;   
   end
   if(p_state==3'd0)
   begin
    stat<=ck;
   end 
   if(reset==1'b1)
   begin
     p_state<=3'd0;
     st<=2'dz;
     siren<=1'b0;
   end
   if(p_state==3'd0)
    begin
     if((dd==1'b1 | pd==1'b1) & ign==1'b0)
     begin
       star<=1'b1;
       siren<=1'b0;
       if(dd==1'b1 & pd==1'b0)
       st<=2'd1;
       else if(pd==1'b1)
       st<=2'd2;
       p_state<= 3'd4;
     end
     else if(ign==1'b1)
     begin
       star<=1'b0;
       st<=2'dz;
       stat<=1'b0;
       siren<=1'b0;
       p_state<=3'd2;
     end
    end
    else if(p_state==3'd1) 
    begin
      if(dd==1'b0 & pd==1'b0 & ign==1'b0 & siren==1'b1 & exp==1'b1)
      begin
       star<=1'b0;
       st<=2'dz;
       siren<=1'b0;
       stat<=ck;
       p_state<=3'd0;
      end
      else if(ign==1'b1)
      begin
       star<=1'b0;
       st<=2'bz;
       stat<=1'b0;
       siren<=1'b0;
       p_state<=3'd2;
      end
      else if((dd==1'b1 | pd==1'b1) & ign==1'b0 & siren==1'b1)
      begin
       star<=1'b0;
       st<=2'bz;
       stat<=1'b1;
       siren<=1'b1;
       p_state<=3'd5;
      end 
    end
    else if(p_state==3'd2) 
    begin
      if(dd==1'b0 & pd==1'b0 & ign==1'b0 & siren==1'b0)
      begin
       star<=1'b1;
       st<=2'd0;
       stat<=1'b1;
       siren<=1'b0;
       p_state<=3'd7; 
      end
      else if((dd==1'b1 | pd==1'b1) & ign==1'b0 & siren==1'b0)
      begin
       star<=1'b0;
       st<=2'dz;
       stat<=1'b0;
       siren<=1'b0;
       p_state<=3'd4;
     end
    end
    else if(p_state==3'd4) 
    begin
      if(ign==1'b1)
      begin   
       star<=1'b0;
       st<=2'dz;
       stat<=1'b0;
       siren<=1'b0;
       p_state<=3'd2;
      end
      else if((dd==1'b1 | pd==1'b1) & ign==1'b0 & siren==1'b0 & exp==1'b1)
      begin
       star<=1'b0;
       st<=1'bz;
       stat<=1'b1;
       siren<=1'b1;
       p_state<=3'd5;
      end
      else if(dd==1'b0 & pd==1'b0 & ign==1'b0 & siren==1'b0  & start==1'b0)
      begin
       star<=1'b1;
       st<=2'd0;
       stat<=1'b1;
       siren<=1'b0;
       p_state<=3'd7;
      end
      else if(dd==1'b0 & pd==1'b0 & ign==1'b0 & siren==1'b0 & start==1'b1)
      begin
        star<=1'b0;
        siren<=1'b0;
        st<=2'dz;
        stat<=ck;
        p_state<=3'd0;
      end
    end
    else if(p_state==3'd5) 
    begin
     if(ign==1'b1)
     begin
       star<=1'b0;
       st<=2'bz;
       stat<=1'b0;
       siren<=1'b0;
       p_state<=3'd2;
     end
      else if(dd==1'b0 & pd==1'b0 & ign==1'b0  & siren==1'b1)
      begin
       star<=1'b1;
       st<=2'd3;
       stat<=1'b1;
       siren<=1'b1;
       p_state<=3'd1;
      end
    end
    else if(p_state==3'd7) 
    begin
      if(dd==1'b0 & pd==1'b0 & ign==1'b0 & siren==1'b0 & exp==1'b1)
      begin
       star<=1'b0;
       siren<=1'b0;
       st<=2'dz;
       stat<=ck;
       p_state<=3'd0;
      end
      else if((dd==1'b1 | pd==1'b1) & ign==1'b0 & siren==1'b0)
      begin
       star=1'b0;
       stat<=1'b0;
       st<=2'dz;
       siren<=1'b0;
       p_state<=3'd4;
      end
      else if(ign==1'b1)
      begin
       star<=1'b0;
       stat<=1'b0;
       st<=2'dz;
       siren<=1'b0;
       p_state<=3'd2;
      end
    end
  end
endmodule
module divider(clk,ck,reset);
 input reset,clk;
 output reg ck;
 reg p_clk2;
 reg [39:0]cnt2;
 always@(posedge clk)
 begin
  if(reset==1'b1)
  begin
   p_clk2=1'b0;
   cnt2=0;
  end;
  cnt2=cnt2+1;
  if(cnt2==40'd1000000000000)
  begin
   ck=~p_clk2;
   p_clk2=ck;
   cnt2=40'd0;  
  end
 end
endmodule
module Timer(exp,start,clk,st,reset);
 reg [3:0]val;
 reg [1:0]a;
 input [1:0]st;
 input start,clk,reset;
 reg clk_reset;
 output reg exp;
 reg [3:0]count;
 reg [3:0]T_arm_delay=4'd10, T_driver_delay=4'd8, T_pass_delay=4'd15, T_alarm_delay=4'd3;
 reg [38:0] cnt;
 always@(negedge clk)
 begin
   if(exp==1'b1)
   begin
     a<=a+1;
     if(a==2'd3)
     begin
       a<=2'd0;
       exp=1'b0;
     end   
   end
   if(reset==1'b1)
    begin
      val<=T_driver_delay;
      count<=T_driver_delay;
      a<=2'd0;
      cnt=1'b1;
    end 
   case(st)
     2'd0 : begin val<=T_arm_delay; end
     2'd1 : begin val<=T_driver_delay; end
     2'd2 : begin val<=T_pass_delay; end
     2'd3 : begin val<=T_alarm_delay; end
   endcase    
   if(start==1'b0)
   begin
     count<=val;   
   end
   cnt=cnt+1;
   if(cnt==39'd500000000000)
   begin
     if(start==1'b1)
     begin
       count<=count-1;
       if(count==0) 
       begin
         exp=1'b1;
         clk_reset=1'b1;
        end       
     end
     else begin clk_reset=1'b0; exp=1'b0; end
     if(clk_reset==1'b1) begin count<=val; end
     cnt=39'd0;
   end
  end
endmodule
module Car_alarm_system(in,reset,power,siren,stat,clk);
 input reset,clk;
 input [4:0]in;
 output power,siren,stat;
 wire [1:0] st;
 wire ck,dd,pd,brk,hids,ign,exp,start;
 Debouncer D1(in,brk,hids,ign,dd,pd,clk);
 fuel_pump f1(ign,hids,brk,clk,power,reset);
 anti_theft_fsm a1(ign,dd,pd,st,exp,stat,siren,clk,start,ck,reset); 
 Timer tim(exp,start,clk,st,reset);
 divider d1(clk,ck,reset);
endmodule
</file>
<file path="./run.sh">
#!/bin/bash
# OpenROAD 26Q1-2900-gdf79404cd8, Yosys 0.63+post, stock flow scripts
make -C /OpenROAD-flow-scripts/flow DESIGN_CONFIG=/design/flow/config.mk WORK_HOME=/design/flow/orfs finish
</file>
<file path="./config.mk">
export PLATFORM = sky130hd
export DESIGN_NAME = Car_alarm_system
export DESIGN_NICKNAME = Car_alarm_system
export VERILOG_FILES = /design/flow/design.v
export SDC_FILE = /design/flow/constraint.sdc
export NUM_CORES = 4
export LEC_CHECK = 1
export CORE_UTILIZATION = 40
</file>
<file path="./constraint.sdc">
current_design Car_alarm_system

set clk_period 8.9
set clk_io_pct 0.2

create_clock -name clk0 -period $clk_period [get_ports {clk}]

set non_clock_inputs [all_inputs -no_clocks]
set_input_delay [expr $clk_period * $clk_io_pct] -clock clk0 $non_clock_inputs
set_output_delay [expr $clk_period * $clk_io_pct] -clock clk0 [all_outputs]
</file>
==> impl_metrics.toml <==
# synthesis and place-and-route metrics
[layout]
post-route-util = 0.509
drive_above_1_share = 0.140
fill_cells = 1528
syn2layout_area_growth_pct = 22.4
finalNonFillerCells = 1170

[synth]
synth_chip_area_um2 = 6710
ys_seq_frac = 0.349
synth.cell_area_um2 = 6710
synth-async-reset-ratio = 0
avgSynthCellArea_um2 = 8.03
top_area_frac = 0.340
ff_type = "dfxtp_1"
ys_types = 78
ys_ff = 116
synth.area.top_cells = "dfxtp_1 (34%), xnor2_1 (5.5%), nor2_1 (5.3%), nand2_1 (3.9%), nand4_1 (3.5%)"
synth_warnings = 18
synthCells = 836
edf_count = 2
yosysCellCount = 836
largest_area_cell = "dfxtp_1"

[timing]
rsz0062_at_grt = "no"
tns_ps = 0
finalSetupViolCount = 0
slew_viol_final = 0
fin_worst_skew_ps = 26.2
finalHoldViolCount = 0
worst_pin_slew_ps = 638
relSlewSlack = 0.574

[worst_setup_path]
max_stage_delay_ps = 640
cp_cell_sequence = "buf_4 > buf_4 > and4b_1 > nand4_1 > nor4b_2 > xnor2_1 > or2_2 > or4b_1 > nor3_4 > buf_4 > nor3_1"
rr_endpoint = "a1.st[2]$_DFF_N_"
startpoint = "reset"
critPathCapture = "tim.cnt[0]$_SDFF_NN0_"
crit_type = "input port to flip-flop"
crit_required_ps = 4740
cpMostUsedCell = "buf_4"
reg2reg_depth = 8
timing.rr.start = "D1.ign$_DFF_P_"
slowest_stage = "or4b_1"
start_kind = "input port"
r2r_slack_ps = 2230
path_max_fanout = 8
arrival_ps = 4520
critPathCaptureType = "flip-flop"

[power]
power_density_nw_per_um2 = 192
vdd_ir_drop_max_mv = 0.166
power.leakage_nw = 3.15
p_total_w = 0.00157

[clock_network]
clock_sinks = 116
cts_inserted_buffers = 17
cts_hold_buffers = 0
clk_pin_slew_ps = 30
cts_tree = "yes"
postCtsSetupBuffers = 0
clkLatencyLatePin_ps = 440
cts.repair.resized = 0
root_buffer = "clkbuf_16"
cts_buffer_depth = 2
h-tree-depth = 4

[die]
fp_util = 0.416
die_w_um = 132
chipArea_um2 = 17300
die_h_um = 132
io_pins = 10
coreArea_um2 = 16100
row_count = 46

[placement]
portBuffers = 9
routabilityCongestion = 0.964
dp.cells = 1073
dpl.hpwl_mm = 12.3

[global_route]
antenna_found_initial = 0
grt_pass1_wl_mm = 29.6
grt_use_total = 0.214
grt_max_degree = 61
gr-total-overflow = 0
first_global_vias = 6076

[worst_hold_path]
min_path_type = "flip-flop to flip-flop"
hold_path_startpoint = "a1.st[1]$_DFF_N_"

[routing]
drcViolationCount = 0
wire_per_inst_um = 15.1
via_per_inst = 5.52
drt-total-wl_mm = 17.7
dr.pass1.iters = 5
drt_iter0_drc = 377
antenna_left = 0
antennaDiodeCount = 0
vias = 6459

[outcome]
status = "complete, no violations"

[run]
max_cap_viol_count = 0
warning_count = 94
==> per-stage QoR <==
stage	cell area (um2)	worst slack, ps	hold slack, ps
finish	8210	221	385
global route	8210	29.7	417
CTS	8210	229	388
detailed placement	7330	-187	387
global placement	7330	-210	388
floorplan	6820	-1190	366
==> cell type report <==
type / instances / area [um2] / area share
Multi-Input combinational cell: 644 / 4070 / 0.496
Sequential cell: 116 / 2340 / 0.285
Timing Repair Buffer: 71 / 553 / 0.0674
Clock buffer: 19 / 464 / 0.0565
Clock inverter: 79 / 415 / 0.0506
Tap cell: 216 / 270 / 0.0329
Inverter: 25 / 96.3 / 0.0117
==> power breakdown <==
| part | internal [W] | total (W) | leakage, nW | switching, W |
|---|---|---|---|---|
| registers | 0.000551 | 0.000591 | 0.945 | 0.0000400 |
| clock network | 0.000528 | 0.000846 | 0.677 | 0.000318 |
| logic | 0.0000687 | 0.000137 | 1.53 | 0.0000684 |
==> synth_stat cells (4+ instances only) <==
master,instances
dfxtp_1,114
nor2_1,94
nand2_1,70
xnor2_1,42
nand4_1,38
a21oi_1,34
o21ai_0,34
clkbuf_1,33
nand3_1,33
nor3_1,33
inv_1,26
nor4_1,23
nor2b_1,21
xor2_1,21
and4_1,13
and3_1,12
mux2i_1,12
and2_1,11
a31oi_1,10
buf_2,9
nand2b_1,9
or3_1,9
or2_2,8
a211oi_1,6
o211ai_1,6
o22ai_1,6
or4_1,6
a311oi_1,5
ha_1,5
mux2_2,5
nor4b_1,5
a31o_2,4
buf_1,4
o21a_1,4
==> flip-flops by register name, summed over array words and instances (netlist names), 2 cells and up <==
name        cells
d1.cnt2        40
tim.cnt        39
a1.p_state      6
tim.count       4
tim.val         4
a1.st           3
a1.k            2
a1.star         2
tim.a           2
==> worst max-delay path: cells and delay by family <==
family                 cells  cell delay, ps
buffers and inverters      3             490
AND/OR/NAND/NOR            7            2100
XOR/XNOR                   1             130
==> worst min path at each step <==
stage                                 to  slack (ps)  cells past startpoint
final                 tim.val[2]$_DFF_N_         380                      0
after global routing  tim.val[2]$_DFF_N_         420                      0
after CTS             tim.val[2]$_DFF_N_         390                      0
==> per-layer routing <==
layer,part of all wire,GRT usage
met5,0,0
met4,0.018,0.0633
met3,0.066,0.0614
met2,0.43,0.302
met1,0.49,0.321
==> layout by cell type, fill, tap and decap left out, types with 13 or more instances in the layout <==
cell type	instances
nand4_1	38
dfxtp_1	114
a21oi_1	34
inv_1	91
nor2_1	94
nor2b_1	20
clkbuf_16	18
nand3_1	33
nor4_1	23
nor3_1	33
xnor2_1	42
nand2_1	70
buf_4	63
xor2_1	21
o21ai_0	34
and4_1	13
==> logic make-up (layout without fill, tap and decap cells) <==
kind of cell,after synthesis,in the layout,share of synthesized area
simple gates,414,414,0.342
compound gates,145,145,0.143
xor+xnor,63,63,0.0822
mux,17,17,0.0263
buf+inv,76,194,0.0477
fa+ha+maj,5,5,0.00932
flops,116,116,0.349
Power and IR drop assume default switching activity.
